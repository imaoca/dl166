**/design/flow/design.v**
```verilog
module cpu(input reset,input clk,input[3:0] btn,output[3:0]led,output[3:0]adr,input[7:0]dout);
   wire[4:0]op=dout[7:3]; 
	wire[2:0]sss=dout[2:0];  
	reg c_flag;
	reg [3:0]regs[7:0];
	assign led = regs[6];
	assign adr = regs[7];
	always @(posedge clk)
	  if(reset==0) {regs[0],regs[1],regs[2],regs[3],regs[4],regs[6],regs[7],c_flag}=0;
	  else begin
	   regs[5]=btn;
 	   casez(op)
 	5'b00zzz: regs[op[2:0]]<=regs[sss];
 	5'b01000: begin regs[0]<=regs[0]+regs[sss]; c_flag <= (regs[0]+regs[sss] > 15)?1:0;end
 	5'b01001: regs[0]<=regs[0]|regs[sss];
 	5'b01010: regs[0]<=regs[0]&regs[sss];
 	5'b01011: regs[0]<=regs[0]^regs[sss];
 	5'b01100: begin regs[sss]<=regs[sss]+1; c_flag <= (regs[sss]+1 > 15)?1:0;end
 	5'b01101: regs[sss]<=~regs[sss];
 	5'b01110: regs[sss]=regs[sss]>>1| (regs[sss]<<3 & 4'b1000);
 	5'b01111: regs[sss]=regs[sss]<<1| (regs[sss]>>3 & 4'b0001);	
 	5'b1000z: begin regs[7]<= (c_flag)?regs[7]+1:{op[0],sss};c_flag=0;end
 	5'b1001z: regs[7]<= {op[0],sss};
 	5'b1010z: regs[0]<= {op[0],sss};	
	   endcase		
   if(op[4:1]!=4'b1000 && op[4:1]!=4'b1001) regs[7]=regs[7]+1;
	end
endmodule
```
**/design/flow/run.sh**
```bash
#!/bin/bash
# OpenROAD 26Q1-2900-gdf79404cd8, Yosys 0.63+post, stock flow scripts
make -C /OpenROAD-flow-scripts/flow DESIGN_CONFIG=/design/flow/config.mk WORK_HOME=/design/flow/orfs finish
```
**/design/flow/config.mk**
```make
export PLATFORM = sky130hd
export DESIGN_NAME = cpu
export DESIGN_NICKNAME = cpu
export VERILOG_FILES = /design/flow/design.v
export SDC_FILE = /design/flow/constraint.sdc
export NUM_CORES = 4
export LEC_CHECK = 1
export CORE_UTILIZATION = 30
```
**/design/flow/constraint.sdc**
```tcl
current_design cpu

set clk_period 5.1
set clk_io_pct 0.2

create_clock -name clk0 -period $clk_period [get_ports {clk}]

set non_clock_inputs [all_inputs -no_clocks]
set_input_delay [expr $clk_period * $clk_io_pct] -clock clk0 $non_clock_inputs
set_output_delay [expr $clk_period * $clk_io_pct] -clock clk0 [all_outputs]
```
==> GITHUB_STEP_SUMMARY <==
## PnR job results

| Metric | Value |
|---|---|
| Mean post-synth cell area | roughly 7.6 µm² |
| YS chip area | 0.002684 mm² |
| Die area | ~0.0093 mm² |
| Largest stage delay, worst path | 760 ps |
| Clock latency (worst-skew pair) | between 200 and 300 ps |
| Setup repair bufs after CTS | 0 |
| Num Clock Sinks | 29 |
| Hold Path Class | reg2reg |
| Fp_density | 30.93% |
| Number of global-route vias before repair | approximately 2.6k |
| IO Port Bufs | 21 |
| Unrepaired setup endpoints after global routing | false |
| Cell area after layout | 0.003062 mm² |
| Flop area | 580.6 µm² |
| Largest net degree at the start of global routing | 22 |
| Pwr Density | approximately 230 mW/mm² |
| Gate Area | ~0.0019 mm² |
| Max-cap violations | 0 |
| Synth area leader | dfxtp_1 |
| Status | finished, final reports clean |
| Gate count of the mapped netlist | 354 |
| Reg clk slew, reported paths | about 70 ps |
| Post-synth seq share | a little over a fifth |
| Fin crit period | 4253 ps |
| Dpl ws | about 630 ps |
| EDFF count, synth | 0 |
| Fraction of layout cells with a size suffix above 1 | 9.315% |
| Setup violations, final | 0 |
| CP Max Fanout | 19 |
| CTS Buffer Depth | 2 |
| Fillers | 913 |
| DR vias/cell | 5.858 |
| CP startpoint kind | input port |
| 1st-iter DRT viols | 253 |
| Critical path arrival | 4460 ps |
| CTS buffer count | 5 |
| Hold buffer count at CTS | 0 |
| Residual DRC | 0 |
| Log Warnings | 30 |
| Top-area cell share | 21.63% |
| Critical path type | in2reg |
| DRT Pass-1 Iters | 5 |
| Worst path cell trace | clkdlybuf4s50_1 -> and3b_1 -> a221oi_2 -> a21oi_2 -> buf_4 -> ha_1 -> or4_1 -> and3_1 -> o21ai_0 -> a32oi_1 -> a21o_1 -> a21oi_1 |
| Final WL | about 8.3 mm |
| Global-route wire length before repair | roughly 13 mm |
| Crit path capture type | flop |
| Final-report hold violation count | 0 |
| Tot GR Track Use | 18.85% |
| Pins Over Slew Limit | 0 |
| P_leak | 1.122 nW |
| Synth top area cells | dfxtp_1 (22%), nor2_1 (6.7%), ha_1 (5.6%) |
| GR Overflow Total | 0 |
| Clock skew | about 13 ps |
| DIE WIDTH | 96.59 µm |
| Initial antenna violation count | 0 |
| Unique cell types | 65 |
| Required time worst endpoint | 5300 ps |
| Chip height | 96.59 µm |
| Slew headroom | 50.37% |
| Vias | 2771 |
| H-tree depth | 2 |
| Asr flop ratio synth | 0% |
| Final TNS setup | 0 ps |
| Peak supply drop | 0.0001332 V |
| Top_reg_cell synth | dfxtp_1 |
| Ys flops | 29 |
| Final antenna-violating net count | 0 |
| Achievable Freq | 235.1 MHz |
| CTS resizes | 0 |
| Post-Syn Area | 0.002684 mm² |
| Final Wtd Congestion | just under 1 |
| Root Buffer Master | clkbuf_8 |
| Final worst setup slack | roughly 850 ps |
| Row count | 34 |
| Final period util | between 80% and 90% |
| Worst-Margin Slew | about 740 ps |
| Io pins | 22 |
| Cell count listed in synth_stat.txt | 354 |
| Area post-placement | 0.002958 mm² |
| Layout area overhead | 14.08% |
| DR WL/cell | 17.54 µm |
| Core Area | between 0.008 and 0.009 mm² |
| CP max-delay cell | clkdlybuf4s50_1 |
| DP HPWL | 5.964 mm |
| Yosys warnings | 2 |
| CTS tree | built |
| Antenna diodes | 0 |
## power by group
group	total [mW]	internal [mW]	leakage [nW]	switching, mW
Sequential	0.255	0.238	0.236	0.0168
Clock	0.242	0.142	0.0540	0.100
Combinational	0.208	0.0883	0.832	0.120
Total	0.705	0.468	1.12	0.237
## logic make-up after synthesis
| group | after synthesis | share of synthesized area, % |
|---|---|---|
| adders and majority gates | 13 | 6.340 |
| xor gates and xnor gates | 7 | 2.284 |
| buffers and inverters | 42 | 7.272 |
| muxes | 15 | 7.739 |
| and+or+nand+nor | 130 | 23.68 |
| DFF | 29 | 21.63 |
| AOI/OAI and AO/OA | 118 | 31.05 |
## cells in the mapped netlist, types with 9 or more instances
library cell,count
a211oi_1,14
a21oi_1,24
clkbuf_1,11
dfxtp_1,29
ha_1,12
inv_1,14
nand2_1,25
nand2b_1,9
nor2_1,48
nor3_1,12
o21ai_0,19
## routing by layer
metal,routed length (µm),track usage (%),vias up
li1,-,-,1331
met1,3930,30.13,1273
met2,3438,26.35,145
met3,723,3.580,22
met4,204,3.799,0
met5,0,0,-
## registers in the layout, summed over array words and instances, names as in the netlist
register  count
regs         28
c_flag        1
## critical path: cells and delay by family
kind	cells	cell delay, ps
fa+ha+maj	1	270
buf+inv	2	960
compound gates	6	1090
simple gates	3	1110
## worst paths after layout
check              from          to  slack [ps]  cells after the start
min reg2reg  regs[3][0]  regs[3][0]         500                      2
max             dout[2]  regs[7][3]         850                     12
min          regs[3][0]  regs[3][0]         500                      2
max reg2reg  regs[7][1]  regs[7][3]        2070                      9
## placed cells by master (no fill, tap or decap), drive strengths merged, types with 3 or more instances in the layout
master          n
a211oi         14
a21boi          5
a21o            5
a21oi          25
a221o           3
a31oi           9
a32o            3
and2            4
and3            3
buf             8
clkbuf          5
clkdlybuf4s50  21
clkinv          3
dfxtp          29
ha             12
inv            15
mux2            3
mux2i           9
mux4            3
nand2          25
nand2b          9
nand3           8
nand4           3
nand4b          3
nor2           48
nor2b           5
nor3           12
o211ai          8
o21ai          21
o22ai           5
o31ai           5
xnor2           5
## through the flow
step	std cells	util (%)	total power [mW]	hold slack [ps]
6_report	473	35.28	0.7052	498.8
3_5_place_dp	466	34.08	0.4635	491.6
5_1_grt	473	35.28	0.7376	526.0
3_3_place_gp	466	34.08	0.4631	481.8
4_1_cts	473	35.28	0.7061	501.0
2_1_floorplan	354	-	0.4029	451.1
## cell type report
type,count,share of cell area (%)
Multi-Input combinational cell,283,62.32
Sequential cell,29,18.96
Timing Repair Buffer,29,8.827
Tap cell,108,4.414
Clock buffer,5,2.248
Inverter,17,2.084
Clock inverter,2,1.144
No activity file was given, so power comes from the tool's default toggle rates.
