==> ./run.sh <==
#!/bin/bash
# OpenROAD 26Q1-2900-gdf79404cd8, Yosys 0.63+post, stock flow scripts
make -C /OpenROAD-flow-scripts/flow DESIGN_CONFIG=/design/flow/config.mk WORK_HOME=/design/flow/orfs finish
==> ./config.mk <==
export PLATFORM = sky130hd
export DESIGN_NAME = ram
export DESIGN_NICKNAME = ram
export VERILOG_FILES = /design/flow/design.v
export SDC_FILE = /design/flow/constraint.sdc
export NUM_CORES = 4
export LEC_CHECK = 1
export CORE_UTILIZATION = 50
==> ./constraint.sdc <==
current_design ram

set clk_period 8.6
set clk_io_pct 0.2

create_clock -name clk0 -period $clk_period [get_ports {clk}]

set non_clock_inputs [all_inputs -no_clocks]
set_input_delay [expr $clk_period * $clk_io_pct] -clock clk0 $non_clock_inputs
set_output_delay [expr $clk_period * $clk_io_pct] -clock clk0 [all_outputs]
==> ./design.v <==
module ram(clk, we, r_addr, r_data, w_addr, w_data); 
             input clk, we;
             input  [7:0] r_addr, w_addr;
             input  [7:0] w_data;
             output [7:0] r_data;
             reg [7:0] mem [255:0];     
	     initial begin
		mem[0] <= 8'b01100_000; 
		mem[1] <= 8'b1000_0000; 
		mem[2] <= 8'b1010_0000; 
		mem[3] <= 8'b1001_0000; 
	     end
             always @(posedge clk) begin
                 if(we) mem[w_addr] <= w_data; 
             end
             assign r_data = mem[r_addr];
endmodule
==> flow_summary.rst <==
Metrics
=======

.. list-table::
   :header-rows: 1

   * - Metric
     - Value
   * - Weighted congestion at the end of routability-driven global placement
     - 0.926
   * - Synthesized area per cell
     - 21.3 um^2
   * - Largest regs
     - mem: 2048 flops
   * - Total Routed Length
     - 196000 um
   * - Mux frac, synth
     - 0.146
   * - Max-slew headroom
     - 0.203
   * - Setup slack after layout
     - 0.929 ns
   * - Share of the yosys chip area belonging to registers
     - 0.775
   * - Worst stage delay on the critical path
     - 0.99 ns
   * - Mapped Area
     - 0.0794 mm^2
   * - Final Cycle Share
     - 0.892
   * - Final instance area
     - 0.0888 mm^2
   * - Required @ worst endpoint
     - 6.88 ns
   * - Total congestion overflow after global routing
     - 0
   * - Tool warnings
     - 30
   * - Drt initial violations
     - 2550
   * - Yosys stat chip area
     - 0.0794 mm^2
   * - Transition time of the tightest slew-check pin
     - 1.19 ns
   * - Termination of the worst setup path
     - r_data[7]
   * - Gate family responsible for the most delay along the worst path
     - simple AND/OR/NAND/NOR gates
   * - Sw frac
     - 0.211
   * - Via-to-Cell Ratio
     - 6.22
   * - Final hold violations
     - 0
   * - GRT Overall Usage
     - 0.281
   * - Count of buffering cells on the critical path with inverters included
     - 3
   * - Final number of setup-violating endpoints
     - 0
   * - CTS clk-pin slew, worst paths
     - 0.06 ns
   * - Total clock sinks
     - 2048
   * - Fraction of power consumed by combinational cells
     - 0.049
   * - Iteration count of the initial detailed-routing pass
     - 7
   * - Cell taking the most area after synthesis
     - edfxtp_1
   * - Final std cells w/o fill
     - 6126
   * - Signed area change from the synthesized netlist to the final layout
     - 11.9%
   * - Number of flip-flops in the largest register
     - 2048
   * - Wire length of the first global-routing pass
     - 286000 um
   * - Initial antenna violation count
     - 10
   * - Buffer cell driving the clock tree root
     - clkbuf_16
   * - Drt wl/cell
     - 32.1 um
   * - Outcome
     - finished, final reports clean
   * - Worst-case setup slack after placement
     - 0.815 ns
   * - Launching instance or port of the critical path
     - r_addr[6]
   * - Clock share of power
     - 0.415
   * - Final antenna-violating net count
     - 0
   * - TritonCTS buffer count
     - 203
   * - Critical Setup Path Class
     - input port to output port
   * - Initial Utilization
     - 0.506
   * - Hold WC Path Type
     - input port to register
   * - Count of different cell masters after synthesis
     - 54
   * - Most frequently used flop master after synthesis
     - edfxtp_1
   * - Cell internal power dissipation
     - 0.0162 W
   * - Yosys cell count
     - 3725
   * - CTS tree
     - done
   * - Worst supply voltage drop on vdd
     - 0.205 mV
   * - Number of gates resized after CTS
     - 0
   * - Flops out of synthesis
     - 2048
   * - Number of enable-type register cells in the synthesized netlist
     - 2048
   * - Share of post-route cells with drive strength above 1
     - 0.232
   * - Number of H-tree levels
     - 4
   * - Clock Tree Buf Depth
     - 3
   * - Buffers inserted during post-CTS setup optimization
     - 0
   * - Static Leak
     - 27.4 nW
   * - Cell area power density
     - 231 mW/mm^2
   * - Yosys warning count
     - 1
   * - Critical Path Slowest Stage Cell
     - nor3_1
   * - Endpoint type of the worst setup path
     - output port
   * - Die area
     - 0.160 mm^2
   * - Dpl cell area
     - 0.0824 mm^2
   * - Leading cell type by number of instances after synthesis
     - edfxtp_1
   * - HPWL reported at the end of detailed placement
     - 120000 um
   * - RSZ-0062 raised after global routing
     - false
   * - Via count of the first global-routing pass
     - 41600
   * - Number of vias in the routed layout
     - 38100
   * - CP max FO
     - 12
   * - Max-cap viol count
     - 0
   * - Most common library cells after synthesis
     - 2048 x edfxtp_1, 454 x mux4_2, 282 x nor2_1
   * - Area share, top type
     - 0.775
   * - And+or+nand+nor area frac
     - 0.0263
   * - Number of buffers inserted for hold repair after clock tree synthesis
     - 0
   * - Highest clock frequency the design can meet
     - 130 MHz
   * - Leading post-synthesis cells by cell area
     - edfxtp_1 77%, mux4_2 13%, mux2i_1 1.7%, nor2_1 1.3%, a22oi_1 1.3%
   * - Xor/xnor share of the synthesized area
     - 0
   * - Cells after Synth
     - 3725
   * - Crit path launch type
     - input port
   * - Main logic family
     - multiplexers
   * - Cell Count Post-Placement
     - 5760
   * - Reg power frac
     - 0.536
   * - Worst hold slack after final layout
     - 1.29 ns
   * - Vertical die dimension
     - 400 um
   * - Worst path cell trace
     - clkdlybuf4s50_1 -> nor2b_1 -> nor2b_1 -> a21oi_1 -> nor3_1 -> nor4_2 -> buf_4 -> clkdlybuf4s50_1
   * - Max Transition Viols Final
     - 0
   * - Hold path cells
     - 1
   * - DRC violation count after routing
     - 0
   * - Endpoint arrival time on the critical path
     - 5.95 ns
   * - Core Box Area
     - 0.157 mm^2
   * - Area fraction in full adders, half adders and majority gates
     - 0
   * - Setup TNS
     - 0 ns
   * - Largest register by flop count
     - mem
   * - Proportion of synthesized flip-flops having asynchronous set or reset
     - 0
   * - I/O pin count
     - 34
   * - Post-layout minimum cycle time
     - 7.67 ns
   * - Net Sw Power
     - 0.00433 W
   * - Number of rows created at floorplan
     - 145
   * - Worst path depth
     - 8
   * - Largest net degree at the start of global routing
     - 113
   * - Count of buffers inserted at the top-level ports
     - 33
   * - Overall die width
     - 400 um
   * - Area share of and-or/or-and cells after synthesis
     - 0.0343
-- layout by cell type, fill, tap and decap left out, types with 33 or more instances in the layout --
master,Yosys,routed
edfxtp_1,2048,2048
mux2i_1,134,134
clkbuf_1,111,41
a21oi_1,96,96
clkbuf_16,0,204
mux4_2,454,454
a22oi_1,133,133
nand2_1,33,33
clkinv_1,1,51
buf_4,27,166
clkinv_2,0,37
o221ai_1,46,46
nor2_1,282,279
-- through the flow --
stage / power, W / util
CTS: 0.0207 / 0.566
detailed placement: 0.0122 / 0.525
finish: 0.0205 / 0.566
global route: 0.0211 / 0.566
floorplan: 0.0118 / -
global placement: 0.0122 / 0.525
-- metal layers --
metal | wire (um) | track usage
met1 | 65900 | 0.400
met2 | 93600 | 0.399
met3 | 31200 | 0.191
met5 | 206 | 0.00684
met4 | 5500 | 0.0627
-- worst min path at each step --
stage,from,endpoint
6_report,w_data[3],mem[70][3]
5_1_grt,w_data[3],mem[83][3]
4_1_cts,w_data[3],mem[67][3]
-- final cells by class --
class	instances	area (um^2)
repair buffers	210	1860
multi-input cells	1442	16500
diodes	2	5.00
fillers	11300	68100
inverters	2	7.51
clock buffers	245	5260
well taps	2058	2570
flip-flops and latches	2048	61500
clock inverters	119	1100
-- cells by family after synthesis --
group,after synthesis
flip-flops,2048
multiplexers,591
AND/OR/NAND/NOR,466
AND-OR/OR-AND,385
buffers and inverters,235
-- power by group through the flow --
stage     sequential [W]  clock (W)  combinational (W)
4_1_cts           0.0110    0.00866            0.00103
5_1_grt           0.0110    0.00904            0.00109
6_report          0.0110    0.00852            0.00102
Power is estimated from default activity; no workload was simulated.
